--- design.v ---
    module sequence_detector (
        input clock,
        input [3:0] number,  
        output reg pattern  
    );
    parameter ST_ONE = 0, ST_ZERO = 1, ST_NINE = 2, ST_FOUR = 3;
    reg [1:0] state = ST_ONE;
    initial begin  
        pattern = 0;
    end
    always @(posedge clock) begin
        pattern = 0;
        case (state)
				ST_ONE: begin
					 if (number == 1) state = ST_ZERO;
					 else state = ST_ONE;
				end
				ST_ZERO: begin
					if (number == 0) state = ST_NINE;
					else state = ST_ZERO;
				end
				ST_NINE: begin
					if (number == 9)state = ST_FOUR;
					else state = ST_NINE;
				end
				ST_FOUR: begin
					if (number == 4) begin
						state = ST_ONE; pattern = 1;
					end
					else state = ST_ONE;
				end
			   default : state = ST_ONE;  
        endcase
    end
    endmodule
--- run.sh ---
#!/bin/bash
# OpenROAD 26Q1-2900-gdf79404cd8, Yosys 0.63+post, stock flow scripts
make -C /OpenROAD-flow-scripts/flow DESIGN_CONFIG=/design/flow/config.mk WORK_HOME=/design/flow/orfs finish
--- config.mk ---
export PLATFORM = sky130hd
export DESIGN_NAME = sequence_detector
export DESIGN_NICKNAME = sequence_detector
export VERILOG_FILES = /design/flow/design.v
export SDC_FILE = /design/flow/constraint.sdc
export NUM_CORES = 4
export LEC_CHECK = 1
export CORE_AREA = 10 10 70 70
export DIE_AREA = 0 0 80 80
--- constraint.sdc ---
current_design sequence_detector

set clk_period 1.2
set clk_io_pct 0.2

create_clock -name clk0 -period $clk_period [get_ports {clock}]

set non_clock_inputs [all_inputs -no_clocks]
set_input_delay [expr $clk_period * $clk_io_pct] -clock clk0 $non_clock_inputs
set_output_delay [expr $clk_period * $clk_io_pct] -clock clk0 [all_outputs]
==> impl_metrics.tcl <==
# metrics dict for downstream scripts
set metrics [dict create \
    outcome "completed" \
    yosysWarnings 1 \
    fill_cells 412 \
    r2r.worst_path.cells 2 \
    ys_seq_elements 3 \
    p_per_area_nw_per_um2 1110 \
    htreeDepth 1 \
    hpwl_um 278 \
    syn_inst 13 \
    crit_type "flip-flop to flip-flop" \
    slew_violations 0 \
    synth-area-yosys_um2 138 \
    drv_cap 0 \
    drive_gt1_share_pct 40.0 \
    r2r-start "state[0]" \
    yosys_cells 13 \
    grt_first_pass_wirelength_um 648 \
    ir_worst_vdd_v 0.000471 \
    cp-startpoint "state[0]" \
    drtPass1Iterations 2 \
    chipArea_um2 6400 \
    rows 21 \
    p_sw_uw 73.0 \
    finish.utilization_pct 8.61 \
    ys_seq_share_pct 50.9 \
    cp-start-kind "flip-flop" \
    switching_share_pct 22.4 \
    cts.hold.buffers_added 0 \
    critPathCaptureType "flip-flop" \
    io_pins 6 \
    cts.clk_slew.worst_paths_ns 0.04 \
    cp.arrival_ns 1.20 \
    hold_viol_final 0 \
    whs_ns 0.420 \
    p_clk_share_pct 56.5 \
    fin_skew_ns 0.000339 \
    grt_overflow 0 \
    seqPwrFrac_pct 34.2 \
    vias 145 \
    area_growth_pct 114 \
    drt-total-wl_um 385 \
    rsz0062_at_grt "no" \
    io_buffers 5 \
    vias_per_cell 2.04 \
    core_area_um2 3420 \
    cts-root-buf "clkbuf_4" \
    setup_ws_ns 0.0907 \
    ant_nets 0 \
    worst_pin_slew_ns 0.272 \
    place_area_um2 268 \
    ys_types 12 \
    power.total_uw 327 \
    n_antenna_cell 0 \
    syn_avg_cell_area_um2 10.6 \
    place_ws_ns -0.300 \
    tool_warnings 25 \
    post_cts_buffers 0 \
    crit_required_ns 1.29 \
    grt_pass1_vias 161 \
    grt_max_degree 5 \
    intPower_uw 254 \
    r2r_slack_ns 0.09 \
    cts_tree "yes" \
    drc 0 \
    p_comb_share_pct 9.3 \
    cts_buffers 3 \
    final_area_um2 294 \
    cts.sinks 3 \
    max_freq_ghz 0.901 \
    grt_antenna_before_repair 0 \
    cp_max_fo 4 \
    initCoreUtil_pct 4.03 \
    maxSlewHeadroom_pct 81.9 \
    finalSetupViolCount 0 \
    track_usage_pct 1.37 \
    wire_per_inst_um 5.42 \
    final_min_period_over_clock_period_pct 92.4 \
    die_y_um 80 \
    syn_area_um2 138 \
    clock_latency_ns 0.24 \
    fin_crit_ns 1.11 \
    worstHoldPathType "input pin to flip-flop" \
    p_leak_uw 0.000102 \
    place_congestion 0.641 \
    die_w_um 80 \
    clock_path_buffers 2 \
    drtIter0Drc 2 \
]
==> layout by cell type (no fill, tap or decap) <==
cell type	synthesis	routed
clkbuf_1	0	1
nor3b_1	1	1
buf_4	0	3
dfxtp_1	2	1
or4b_4	0	1
clkbuf_4	0	3
o21ai_0	1	1
inv_1	1	1
edfxtp_1	1	1
nor3_2	1	1
clkdlybuf4s50_1	0	1
nor2_1	1	1
nand2_1	1	1
dlygate4sd2_1	0	4
a21oi_1	1	1
nand4b_1	1	1
o31a_2	1	1
dfxtp_2	0	1
==> area by class of cell <==
cell class                 instances  area, µm²  area share, %
multi-input combinational          9       67.6           23.0
inverter                           1       3.75           1.28
timing repair buffer               8       67.6           23.0
tap                               46       57.6           19.6
clock buffer                       4       26.3           8.94
sequential                         3       71.3           24.3
==> kinds of logic after synthesis <==
family	Yosys count	share of synthesized area (%)
DFF	3	50.9
buffers and inverters	1	2.72
and+or+nand+nor	6	31.8
AOI/OAI and AO/OA	3	14.5
==> worst min-delay path by stage <==
stage          from       to  slack (ns)  cells past startpoint
6_report  number[0]  pattern        0.42                      3
5_1_grt   number[1]  pattern        0.44                      3
4_1_cts   number[0]  pattern        0.42                      3
==> metrics by stage <==
step | std cells | setup TNS (ns)
final | 71 | 0
after global routing | 71 | 0
after CTS | 71 | 0
after detailed placement | 67 | -0.748
after global placement | 67 | -0.675
after floorplan | 13 | 0
==> what timing repair did <==
item                                    CTS  global route
pin swaps                                 2             0
endpoints found under the setup margin    2             1
resized                                   5             1
hold endpoints to repair                  0             0
==> synth_stat cells (all sizes together) <==
| master | n | area share (%) |
|---|---|---|
| nor3 | 1 | 7.3 |
| o31a | 1 | 7.3 |
| edfxtp | 1 | 22 |
| nand2 | 1 | 2.7 |
| o21ai | 1 | 3.6 |
| a21oi | 1 | 3.6 |
| nand4b | 1 | 6.4 |
| inv | 1 | 2.7 |
| nor2 | 1 | 2.7 |
| or4b | 1 | 7.3 |
| nor3b | 1 | 5.5 |
| dfxtp | 2 | 29 |
==> layer usage <==
metal	track usage, %	vias up	wire length, µm
met1	1.60	63	201
met2	1.44	9	121
met4	0	0	0
met3	1.93	0	62
met5	0	-	0
li1	-	73	-
==> worst max-delay path, stage by stage, from the launching register on <==
cell	delay, ns
dfxtp_2	0.34
or4b_4	0.47
nor3_2	0.15
==> power by group through the flow <==
stage                 logic, µW  registers (µW)  clock network [µW]
final                      30.2             112                 185
after global routing       33.3             112                 201
after CTS                  29.9             111                 192
Power figures rest on the tool's default switching activity, not on a simulated workload.
